<file path="/design/flow/config.mk">
export PLATFORM = sky130hd
export DESIGN_NAME = lab7
export DESIGN_NICKNAME = lab7
export VERILOG_FILES = /design/flow/design.v
export SDC_FILE = /design/flow/constraint.sdc
export NUM_CORES = 4
export LEC_CHECK = 1
export CORE_UTILIZATION = 50
</file>
<file path="/design/flow/constraint.sdc">
current_design lab7

set clk_period 2.5
set clk_io_pct 0.2

create_clock -name clk0 -period $clk_period [get_ports {clk}]

set non_clock_inputs [all_inputs -no_clocks]
set_input_delay [expr $clk_period * $clk_io_pct] -clock clk0 $non_clock_inputs
set_output_delay [expr $clk_period * $clk_io_pct] -clock clk0 [all_outputs]
</file>
<file path="/design/flow/design.v">
module lab7(input logic reset, output reg [6:0]segments, input logic clk, output reg [7:0] anode,input logic direction );
	reg  [3:0] out;
	reg  [3:0] Q0,Q1,Q2,Q3,Q4,Q5,Q6,Q7,Q8,Q9,Q10,Q11,Q12,Q13,Q14,Q15,Q16;
	reg  [3:0] RQ0,RQ1,RQ2,RQ3,RQ4,RQ5,RQ6,RQ7,RQ8,RQ9,RQ10,RQ11,RQ12,RQ13,RQ14,RQ15,RQ16;
    reg [2:0] Q;
	reg sp_clk, p_clk;
    tff_sp t1(clk, sp_clk);       
    tff_sp t2(sp_clk, p_clk);          
counter Count(sp_clk,reset, Q );     
	always_comb begin
			case(Q)
				3'b000 : anode = 8'b11111110;
				3'b001 : anode = 8'b11111101;
				3'b010 : anode = 8'b11111011;
				3'b011 : anode = 8'b11110111;
				3'b100 : anode = 8'b11101111;
				3'b101 : anode = 8'b11011111;
				3'b110 : anode = 8'b10111111;
				3'b111 : anode = 8'b01111111;
			endcase
	end
	always_comb begin
			case(out)
				4'b0000 : segments = 7'b1000000;
				4'b0001 : segments = 7'b1111001;
				4'b0010 : segments = 7'b0100100;
				4'b0011 : segments = 7'b0110000;
				4'b0100 : segments = 7'b0011001;
				4'b0101 : segments = 7'b0010010;
				4'b0110 : segments = 7'b0000010;
				4'b0111 : segments = 7'b1111000;
				4'b1000 : segments = 7'b0000000;
				4'b1001 : segments = 7'b0010000;
				4'b1010 : segments = 7'b0001000;   
				4'b1011 : segments = 7'b0000011;   
				4'b1100 : segments = 7'b1000110;   
				4'b1101 : segments = 7'b0100001;   
				4'b1110 : segments = 7'b0000110;   
				4'b1111 : segments = 7'b1111111;   
			endcase
	end
	initial begin
        Q0 <= 4'b0011;
        Q1 <= 4'b0001;
        Q2 <= 4'B1110;
        Q3 <= 4'b1110;
        Q4 <= 4'b0001;
        Q5 <= 4'b0010;
        Q6 <= 4'b0000;
        Q7 <= 4'b0010;
        Q8 <= 4'b1111;
        Q9 <= 4'b1111;
        Q10 <=4'b1111;
        Q11 <=4'b1111;
        Q12 <=4'b1111;
        Q13 <=4'b1111;
        Q14 <=4'b1111;
        Q15 <=4'b1111;
        Q16 <=4'b0101;
	end
	always @( posedge p_clk ) begin
        if (reset ==0) begin 
            Q7 <= Q6;
            Q6 <= Q5;
            Q5 <= Q4;
            Q4 <= Q3;
            Q3 <= Q2;
            Q2 <= Q1;
            Q1 <= Q0;
            Q0 <= Q16;
            Q16 <= Q15;
            Q15 <= Q14;
            Q14 <= Q13;
            Q13 <= Q12;
            Q12 <= Q11;
            Q11 <= Q10; 
            Q10 <= Q9;
            Q9 <= Q8;
            Q8 <= Q7;
        end
        else begin
            Q0 <= 4'b0011;
            Q1 <= 4'b0001;
            Q2 <= 4'B1110;
            Q3 <= 4'b1110;
            Q4 <= 4'b0001;
            Q5 <= 4'b0010;
            Q6 <= 4'b0000;
            Q7 <= 4'b0010;
            Q8 <= 4'b1111;
            Q9 <= 4'b1111;
            Q10 <=4'b1111;
            Q11 <=4'b1111;
            Q12 <=4'b1111;
            Q13 <=4'b1111;
            Q14 <=4'b1111;
            Q15 <=4'b1111;
            Q16 <=4'b0101;
        end
    end
    initial begin
        RQ0 <= 4'b0011;
        RQ1 <= 4'b0001;
        RQ2 <= 4'B1110;
        RQ3 <= 4'b1110;
        RQ4 <= 4'b0001;
        RQ5 <= 4'b0010;
        RQ6 <= 4'b0000;
        RQ7 <= 4'b0010;
        RQ8 <= 4'b1111;
        RQ9 <= 4'b1111;
        RQ10 <=4'b1111;
        RQ11 <=4'b1111;
        RQ12 <=4'b1111;
        RQ13 <=4'b1111;
        RQ14 <=4'b1111;
        RQ15 <=4'b1111;
        RQ16 <=4'b0101;
    end
    always @(posedge p_clk) begin
        if (reset==0) begin
            RQ0 <= RQ1;
            RQ1 <= RQ2;
            RQ2 <= RQ3;
            RQ3 <= RQ4;
            RQ4 <= RQ5;
            RQ5 <= RQ6;
            RQ6 <= RQ7;
            RQ7 <= RQ8;
            RQ8 <= RQ9;
            RQ9 <= RQ10;
            RQ10 <= RQ11;
            RQ11 <= RQ12;
            RQ12 <= RQ13;
            RQ13 <= RQ14;
            RQ14 <= RQ15;
            RQ15 <= RQ16;
            RQ16 <= RQ0;
        end
        else begin
            RQ0 <= 4'b0011;
            RQ1 <= 4'b0001;
            RQ2 <= 4'B1110;
            RQ3 <= 4'b1110;
            RQ4 <= 4'b0001;
            RQ5 <= 4'b0010;
            RQ6 <= 4'b0000;
            RQ7 <= 4'b0010;
            RQ8 <= 4'b1111;
            RQ9 <= 4'b1111;
            RQ10 <=4'b1111;
            RQ11 <=4'b1111;
            RQ12 <=4'b1111;
            RQ13 <=4'b1111;
            RQ14 <=4'b1111;
            RQ15 <=4'b1111;
            RQ16 <=4'b0101;
        end
    end
    always @(*) begin
        if (direction==1) begin        
            if (Q==3'b000) begin
                out=Q0;   
            end
            else if(Q==3'b001) begin
                out=Q1;    
            end
            else if(Q==3'b010) begin
                out=Q2;   
            end
            else if(Q==3'b011) begin
                out=Q3;   
            end
            else if(Q==3'b100) begin
                out=Q4; 
            end
            else if(Q==3'b101) begin
                out=Q5;   
            end
            else if(Q==3'b110) begin
                out=Q6;   
            end
            else if(Q==3'b111) begin
                out=Q7;   
            end
        end
        else begin                
            if (Q==3'b000) begin
                out=RQ0;    
            end
            else if(Q==3'b001) begin
                out=RQ1;        
            end
            else if(Q==3'b010) begin
                out=RQ2;       
            end
            else if(Q==3'b011) begin
                out=RQ3;         
            end
            else if(Q==3'b100) begin
                out=RQ4;
            end
            else if(Q==3'b101) begin
                out=RQ5;       
            end
            else if(Q==3'b110) begin
                out=RQ6;       
            end
            else if(Q==3'b111) begin
                out=RQ7;       
            end       
        end
    end
endmodule		
module tff_sp(clk_1, q);
    input   clk_1;
	output reg q;
	logic t=1;
	logic q0=0;
	 always_ff@(posedge clk_1)
	 begin
		if (t) begin
		   q<=~q0;
		   q0<=~q0;
		end
	 end
endmodule
module counter(
	input logic clk_2,reset_i,
	output logic [2:0] count
	);
	logic [2:0] count0;
	always @( posedge clk_2)
	begin
		if(reset_i) 
    		count<=0;
		else 
			count<=count0;
	end
	always_comb begin
		count0<=count+1;
    end
endmodule
</file>
<file path="/design/flow/run.sh">
#!/bin/bash
# OpenROAD 26Q1-2900-gdf79404cd8, Yosys 0.63+post, stock flow scripts
make -C /OpenROAD-flow-scripts/flow DESIGN_CONFIG=/design/flow/config.mk WORK_HOME=/design/flow/orfs finish
</file>
==> results_slide.txt <==
Implementation Results

Yosys
  – Synth area leader: dfxtp_1
  – YS warnings: 3
  – Synth cell types: 50
  – Yosys chip area: 0.00528 mm^2
  – Asr flop ratio synth: 0%
  – Flops after synth: 155
  – Ys cells: 505
  – Mapped Area: 0.00528 mm^2
  – Post-Syn Instances: 505
  – Dominant synthesized flop cell: dfxtp_1
  – Synth area leaders: dfxtp_1, or2_2, nor2b_1
  – Dominant cell area share: 57.2%
  – Average footprint of a synthesized cell: 10.5 um^2
  – Flip-flops with a built-in enable: 0

Power
  – Pwr/cell area: 42.9 mW/mm^2
  – Max VDD drop: 156 uV
  – Internal power: 170 uW
  – Switching share of power: 28.2%
  – Switch Pwr: 66.9 uW
  – Share of power burned in registers: 16.7%
  – Comb power frac: 31.5%
  – Leakage: 2.12 nW
  – Clock group share of total power: 51.8%

STA
  – Count of unclocked register or latch pins: 153
  – # setup viols final: 0
  – Clk_skew: 1.46 ps
  – Final worst path period share: 17.6%
  – Worst-margin pin slew: 881 ps
  – Setup TNS: 0 ps
  – Final hold vios: 0
  – RSZ-0062 raised after global routing: no
  – Fmax: 2280 MHz
  – Tmin final: 439 ps
  – Max-Slew Margin vs Limit: 41.3%
  – Endpoints left unconstrained: 168
  – Final Max Slew Viols: 0

Route
  – DRT Pass-1 Iters: 4
  – Diode count: 0
  – Routed wire length: 8.24 mm
  – DRT antenna net count: 0
  – 1st-iter DRT viols: 169
  – Vias: 3156
  – DR DRC count: 0
  – Wirelength per Cell: 13.0 um
  – Vias per inst: 4.99

Cells and area
  – Design area: 0.00553 mm^2
  – Max reg flops: 8
  – Most frequent cells in the layout: dfxtp_1, or2_2, nor2b_1
  – Layout cells sized above 1: 22.1%
  – Layout Utilization: 53.8%
  – Reg area: 0.00309 mm^2
  – Most frequent logic cell in the layout: dfxtp_1
  – Non-Filler Instances: 633
  – Synth-to-layout area growth: 4.76%
  – Number of fill cells: 899
  – Comb area: 0.00196 mm^2

GRT
  – Initial antenna violation count: 0
  – First-pass GRT wire length: 14.4 mm
  – Largest net degree at the start of global routing: 84
  – Gr ovfl total: 0
  – GR Util All Layers: 16.5%
  – Vias in the first global route: 2949

Worst setup path
  – Crit start category: flip-flop
  – Crit path max-delay family: flip-flops
  – CP required: 2600 ps
  – R2R setup slack: 2060 ps
  – WP data arrival: 540 ps
  – Setup CP Type: reg2reg
  – Cell Chain, Critical Path: inv_1
  – CP Max Fanout: 2
  – Critical-path cell with the highest stage delay: dfxtp_1
  – Max incr delay on CP: 290 ps
  – Buf/Inv on CP: 1
  – Critical path endpoint category: flip-flop

Clock tree
  – Clk ins delay skew pair: 210 ps
  – Htree depth: 1
  – Setup bufs post-CTS: 0
  – CTS root buf: clkbuf_8
  – CTS Hold Bufs: 0
  – CTS buffer count: 3
  – Maximum clock path buffer count: 2
  – Post-CTS resize count: 0
  – Clock-pin slew on the worst setup and hold paths: 30 ps
  – CTS tree: built

Placement
  – GPL Wtd Cong: 0.795
  – Dpl cell area: 0.00549 mm^2
  – Port bufs: 17
  – Dpl cells: 630
  – Detailed Place HPWL: 5.14 mm

Run
  – Log Warnings: 33
  – Max-cap violation count: 0

Floorplanning
  – Die Width: 105 um
  – Core Density at Floorplan: 51.4%
  – Core Footprint: 0.0103 mm^2
  – Die height: 105 um
  – IO Pins: 18
  – Cell Rows: 37
  – Die Area: 0.0110 mm^2

Run status
  – Status: finished clean

Min path
  – Hold WC Path Type: reg2reg
==> synthesized netlist by cell type (all sizes together) (4+ instances only) <==
| master | instances |
|---|---|
| nand2b | 4 |
| clkbuf | 21 |
| o221ai | 5 |
| a21oi | 15 |
| dfxtp | 151 |
| a31oi | 6 |
| o21ai | 22 |
| nand2 | 13 |
| nor2 | 23 |
| dlxtn | 4 |
| mux4 | 4 |
| ha | 11 |
| buf | 12 |
| o22ai | 4 |
| or2 | 93 |
| nand3 | 9 |
| nor2b | 48 |
| a32oi | 4 |
| inv | 20 |
==> layer usage <==
metal  routed length [um]  part of all wire (%)  global-route usage [%]
met1                 4590                    56                    30.3
met5                    0                     0                       0
met2                 3430                    42                    24.2
met3                  151                   1.8                   0.445
met4                   67                  0.81                    1.21
==> area by class of cell <==
cell class              count  share of cell area (%)
clock buffers               3                   0.746
multi-input cells         297                    35.3
well taps                 136                    3.07
flip-flops and latches    155                    55.8
inverters                  20                    1.36
repair buffers             22                    3.71
==> power by group through the flow <==
| stage | clock, mW | sequential (mW) | combinational [mW] |
|---|---|---|---|
| CTS | 0.127 | 0.0396 | 0.0770 |
| global route | 0.131 | 0.0398 | 0.0863 |
| finish | 0.123 | 0.0396 | 0.0748 |
==> path summary, 6_finish.rpt <==
path              start    end  cells past startpoint
hold / removal    t1.q0   t1.q                      1
hold reg to reg   t1.q0   t1.q                      1
setup reg to reg  t1.q0  t1.q0                      1
setup / recovery  t1.q0  t1.q0                      1
==> kinds of logic (layout without fill, tap and decap cells) <==
family / Yosys count / after routing / synth area share (%)
multiplexers: 7 / 7 / 2.27
AND-OR/OR-AND: 78 / 78 / 9.85
latches: 4 / 4 / 1.14
flip-flops: 151 / 151 / 57.2
adder cells (fa/ha/maj): 11 / 11 / 2.61
buffers and inverters: 53 / 45 / 4.62
AND/OR/NAND/NOR: 201 / 201 / 22.3
==> per-stage QoR <==
stage | total power [mW] | worst slack [ps] | hold WS [ps]
CTS | 0.243 | 2060 | 368
global placement | 0.114 | 2070 | 358
global route | 0.257 | 2020 | 409
finish | 0.237 | 2060 | 367
floorplan | 0.0981 | 2070 | 351
detailed placement | 0.117 | 2060 | 363
No activity file was given, so power comes from the tool's default toggle rates.
